$ cat flow/run.sh
#!/bin/bash
# OpenROAD 26Q1-2900-gdf79404cd8, Yosys 0.63+post, stock flow scripts
make -C /OpenROAD-flow-scripts/flow DESIGN_CONFIG=/design/flow/config.mk WORK_HOME=/design/flow/orfs finish
$ cat flow/design.v
module memory_main (addr, data, wr_en, Clock, q);
input [4:0] addr; 
input [15:0] data;
input wr_en, Clock;
output reg [15:0] q;
reg [15:0] Mem [0:7];
initial 
begin
Mem[3] = 16'b0000000000000100;
end
always @(posedge Clock) begin
	if(addr)begin
	q = Mem[addr];
	end
end
always @(posedge Clock)
begin
  if (wr_en) Mem[addr] = data;
end
endmodule
module memory_instruction (addr, data, wr_en, Clock, q);
input [5:0] addr; 
input [15:0] data;
input wr_en, Clock;
output reg [15:0] q;
wire [15:0] a;
reg [15:0] Mem [0:64];
always @(addr) begin
 q = Mem[addr];
end
initial 
begin
  Mem[0] =  16'b1111000000000000;  
  Mem[1] =  16'b0000000000000010;
  Mem[2] =  16'b1111001000000000;  
  Mem[3] =  16'b0000000000000011;
  Mem[4] =  16'b0000001000000000;  
  Mem[5] =  16'b1111010000000000;  
  Mem[6] =  16'b0000000000000110;
  Mem[7] =  16'b0001010001000000;  
  Mem[8] =  16'b1110011010000000;  
  Mem[9] =  16'b0000000011000000;  
  Mem[10] = 16'b0010001000000000;  
  Mem[11] = 16'b0001001000000000;  
  Mem[12] = 16'b0000001011000000;  
  Mem[13] = 16'b0100001011000000;  
  Mem[14] = 16'b0101001011000000;  
  Mem[15] = 16'b1111000000000000;  
  Mem[16] = 16'b0000000000000000;
  Mem[17] = 16'b0110000001000000;  
  Mem[18] = 16'b0110001001000000;  
  Mem[19] = 16'b1111011000000000;  
  Mem[20] = 16'b0000000000000011;
  Mem[21] = 16'b1111001000000000;  
  Mem[22] = 16'b0000000000000101;
  Mem[23] = 16'b0000000011000000;  
  Mem[24] = 16'b1111000000000000;  
  Mem[25] = 16'b0000000000000000;
  Mem[26] = 16'b1001010011000000;  
  Mem[27] = 16'b0000010011000000;  
  Mem[28] = 16'b1000010000000000;  
  Mem[29] = 16'b1001000000000000;  
  Mem[30] = 16'b0001000011000000;  
  Mem[31] = 16'b1111000000000000;  
  Mem[32] = 16'b0000000000000000;
  Mem[33] = 16'b0000000000000000;  
  Mem[34] = 16'b1100000010000000;  
  Mem[35] = 16'b0001001011000000;  
  Mem[36] = 16'b1100000010000000;  
  Mem[37] = 16'b0000000001000000;  
end
always @(posedge Clock)
begin
  if (wr_en) Mem[addr] = data;
end
endmodule
module proc (DIN, Resetn, Clock, Run, Done, q, w, Tstep_Q, Daddress, R7, memControl);
	input [15:0] DIN;
	input Resetn, Clock, Run;
	output reg Done, w, memControl;
	output [15:0] Daddress;
	output reg [15:0] q;
	output wire [15:0] R7;
	initial begin
		memControl = 1'b0;
	end
	parameter n = 16;
	wire [n-1:0] BusWires;
	reg [n/2-1:0] Rin, Rout;
	wire [n-1:0] instruction;
	output wire [1:0] Tstep_Q;
	reg Ain, IRin, Gin, Gout, ADDRin, DOUTin, incr_pc,DINout;
	reg [2:0] opUla;
	reg [1:0] controlALU;
	wire [n-1:0] R0, R1, R2, R3, R4, R5, R6;
	wire [n-1:0] Qa, G;
	wire [3:0] opcode;
	wire Clear = Resetn;
	wire [7:0] Xreg;
	wire [7:0] Yreg;
	wire [n-1:0] aluOut;
	upcount Tstep (Clear, Clock, Tstep_Q);
	regn RegInstruction(DIN, IRin, Clock, instruction);
	dec3to8 decX (instruction[11:9], 1'b1, Xreg);
	dec3to8 decY (instruction[8:6], 1'b1, Yreg);
	regni RegAddress(BusWires, ADDRin, Clock, Daddress);
	always @(Tstep_Q or Xreg or Yreg)
		begin
			Done = 1'b0;
			memControl = 1'b0;
			w = 1'b0;
			Rout = 7'b0;
			Ain = 1'b0;
			IRin = 1'b0;
			Gin = 1'b0;
			Gout = 1'b0;
			ADDRin = 1'b0;
			DOUTin = 1'b0;
			incr_pc = 1'b0;
			DINout = 1'b0;
			opUla = 3'b0;
			controlALU = 2'b0;
			if(Run) begin
				case (Tstep_Q)
				2'b00:  
					begin
						IRin = 1'b1;
						ADDRin = 1'b0;
						DINout = 1'b0;
						w = 1'b0;
						incr_pc = 1'b1;
						Gout = 1'b0;
						Rout = 16'b0;
						Rin = 16'b0;
						Done = 1'b0;
						memControl = 1'b0;
					end
				2'b01:  
					case (instruction[15:12])
					 4'b1000:  
					 	begin 
					 		incr_pc = 1'b0;
					 		IRin = 1'b0;
					 		Rout = Yreg;
					 		ADDRin = 1'b1;
					 	end
					 4'b1001:  
						 begin
							incr_pc = 1'b0;
							ADDRin = 1'b1;
							IRin = 1'b0;
							Rout = Yreg;
						 end
					  4'b1111:  
						 begin
							incr_pc = 1'b0;
							IRin = 1'b0;
							Rin = Xreg;
						 end
					  4'b1100:  
						 begin
							incr_pc = 1'b0;
							IRin = 1'b0;
							if(G != 16'b0) begin
								Rout = Yreg;
								Rin = Xreg;
							end
							Done = 1'b1;
						end
					  4'b0001:  
						begin
							Rout = Xreg;
							IRin = 1'b0;
							Ain  = 1'b1;
							incr_pc = 1'b0;
						end
					  4'b0110:  
						begin
							incr_pc = 1'b0;
							Rout = Xreg;
							IRin = 1'b0;
							Ain  = 1'b1;
						end
					  4'b0101:  
						 begin
							incr_pc = 1'b0;
							Rout = Xreg;
							IRin = 1'b0;
							Ain  = 1'b1;
						end
					  4'b0100:  
						 begin
							incr_pc = 1'b0;
							Rout = Xreg;
							IRin = 1'b0;
							Ain  = 1'b1;
						end
					  4'b0010:  
						begin
						  IRin = 1'b0;
							Rout = Xreg;
							Ain = 1'b1;
							incr_pc = 1'b0;
						end  
					  4'b0000:  
						 begin
							IRin = 1'b0;
							Rout = Xreg;
							Ain = 1'b1;
							incr_pc = 1'b0;
						 end  
						4'b1110:  
							begin
							  IRin = 1'b0;
							  Rin = Xreg;
							  Rout = Yreg;
							  incr_pc = 1'b0;
							end
					endcase
				2'b10:  
				 case(instruction[15:12])
				   4'b1000:  
					 	begin
					 		ADDRin = 1'b0;
					 		Rout = Xreg;
					 	end
				   4'b1001:  
						begin
						  ADDRin = 1'b0;
						  Rout = 16'bx;
						  memControl = 1'b1;
						end
					 4'b1111:  
						begin
						  incr_pc = 1'b1;
						  ADDRin = 1'b0;
						  Done = 1'b1;
						  DINout = 1'b1;
						end
					4'b0001:  
					 begin
						Rout = Yreg;
						Gin = 1'b1;
						Ain = 1'b0;
						opUla = 3'b001;
					  end
					4'b0110:  
					 begin
						Rout = Yreg;
						Gin = 1'b1;
						Ain = 1'b0;
						opUla = 3'b101;
					  end
					4'b0101:  
					  begin
						Rout = Yreg;
						Gin = 1'b1;
						Ain = 1'b0;
						opUla = 3'b111;
					  end
					4'b0100:  
					  begin
						Rout = Yreg;
						Gin = 1'b1;
						Ain = 1'b0;
						opUla = 3'b110;
					  end
					 4'b0010:  
					  begin
						 Rout = Yreg;
						 Gin = 1'b1;
						 Ain = 1'b0; 
						 opUla = 3'b011;
					  end
					 4'b0000:  
						begin
						 Rout = Yreg;
						 Gin = 1'b1;
						 Ain = 1'b0; 
						 opUla = 3'b000;
						end
					4'b1110:  
						begin
							Done = 1'b1;
						end
					endcase
				2'b11:  
				  case(instruction[15:12])
				    4'b1000:  
					 	begin 
					 		w = 1'b1;
					 		ADDRin = 1'b0;
					 		q = BusWires;
					 	end
				    4'b1001:  
						begin
						  memControl = 1'b1;
						  Rin = Xreg;
						  DINout = 1'b1;
						end
				    4'b1111:  
						begin
						  DINout = 1'b0;
						  Rin = 16'b0;
						  incr_pc = 1'b0;
						end
					4'b0001:  
					  begin
						Gout = 1'b1;
						Rin = Xreg;
						opUla = 3'bxx;
						Done = 1'b1;
					  end
					4'b0110:  
					  begin
						Gout = 1'b1;
						Rin = Xreg;
						opUla = 3'bxx;
						Done = 1'b1;
					  end
					4'b0101:  
					  begin
						Gout = 1'b1;
						Rin = Xreg;
						opUla = 3'bxx;
						Done = 1'b1;
					  end
					4'b0100:  
					  begin
						Gout = 1'b1;
						Rin = Xreg;
						opUla = 3'bxx;
						Done = 1'b1;
					  end
					 4'b0010:  
					  begin
						Gout = 1'b1;
						Rin = Xreg;
						opUla = 3'bxx;
						Done = 1'b1;
						end
					4'b0000:  
						begin
							Gout = 1'b1;
							Rin = Xreg;
							opUla = 3'bxx;
							Done = 1'b1;
						end
					endcase
				endcase	
			end
		end
	regn reg_0 (BusWires, Rin[0], Clock, R0);
	regn reg_1 (BusWires, Rin[1], Clock, R1);
	regn reg_2 (BusWires, Rin[2], Clock, R2);
	regn reg_3 (BusWires, Rin[3], Clock, R3);
	regn reg_4 (BusWires, Rin[4], Clock, R4);
	regn reg_5 (BusWires, Rin[5], Clock, R5);
	regn reg_6 (BusWires, Rin[6], Clock, R6);
	PC_reg7 PC(BusWires, Rin[7], incr_pc, Clock, R7);
	regn rega(BusWires, Ain, Clock, Qa);
	alu ula(Qa, BusWires, opUla, G);
	muxBus mb(DIN, R0, R1, R2, R3, R4, R5, R6, G, Rout, Gout, DINout, BusWires);
endmodule
module muxBus(DIN, R0, R1, R2, R3, R4, R5, R6, G, Rout, Gout, DINout, bus);
  parameter n = 16;
  input [n-1:0] DIN, G, R0, R1, R2, R3, R4, R5, R6;
  input [n/2-1:0] Rout;
  input Gout, DINout;
  output reg [n-1:0] bus;
  reg En;
  wire [2:0] Reg;
  dec8to3 dec(Rout, En, Reg);
  always @(Rout, Gout, DINout) begin
    if(Gout) 
      bus <= G;
    else if(DINout)
      bus = DIN;
    else
	if (Rout[0] == 1) 
        bus <= R0;
	else if (Rout[1] == 1)
        bus <= R1;
	else if (Rout[2] == 1)
        bus <= R2;
	else if (Rout[3] == 1)
        bus <= R3;
	else if (Rout[4] == 1)
        bus <= R4;
	else if (Rout[5] == 1)
        bus <= R5;
	else if (Rout[6] == 1)
        bus <= R6;
  end
endmodule
module dec8to3(In, En, Out);
  input [7:0] In;
  input En;
  output reg [2:0] Out;
  always @(In, En) begin
    case (In)
      8'b00000001: Out <= 3'b000;
      8'b00000010: Out <= 3'b001;
      8'b00000100: Out <= 3'b010;
      8'b00001000: Out <= 3'b011;
      8'b00010000: Out <= 3'b100;
      8'b00100000: Out <= 3'b101;
      8'b01000000: Out <= 3'b110;
      8'b10000000: Out <= 3'b111;
    endcase
  end
endmodule
module upcount(Clear, Clock, Q);
	input Clear, Clock;
	output reg [1:0] Q;
	always @(posedge Clock)
		if (Clear)
			Q <= 2'b0;
		else
			Q <= Q + 1'b1;
endmodule
module dec3to8(W, En, Y);
		input [2:0] W;
		input En;
		output [0:7] Y;
		reg [0:7] Y;
		always @(W or En)
			begin
				if (En == 1)
					case (W)
						3'b000: Y = 8'b00000001;
						3'b001: Y = 8'b00000010;
						3'b010: Y = 8'b00000100;
						3'b011: Y = 8'b00001000;
						3'b100: Y = 8'b00010000;
						3'b101: Y = 8'b00100000;
						3'b110: Y = 8'b01000000;
						3'b111: Y = 8'b10000000;
					endcase
				else
					Y = 8'b00000000;
			end
endmodule
module regn(R, Rin, Clock, Q);
	parameter n = 16;
	input [n-1:0] R;
	input Rin, Clock;
	output [n-1:0] Q;
	initial begin
	end
	reg [n-1:0] Q;
	always @(posedge Clock)
		if (Rin)	
			Q <= R;
endmodule
module regni(R, Rin, Clock, Q);
parameter n = 16;
input [n-1:0] R;
input Rin, Clock;
output [n-1:0] Q;
reg [n-1:0] Q;
initial 
begin
  Q <= 16'b0;
end
always @(posedge Clock)
if (Rin)
	Q <= R;
endmodule
module PC_reg7 (R, L, incr_pc, Clock, Q);
input [15:0] R;
input L, incr_pc, Clock;
output reg [15:0] Q;
initial
begin
  Q <= 16'b0;
end
always @(posedge Clock)
if (L)
	Q <= R;
else
	if (incr_pc)
		Q <= Q + 1'b1;
endmodule
module alu (opA, opB, control, result);
input	[2:0]  control;
input	[15:0]  opA, opB;
output	reg [15:0]  result;
always @(opA, opB, control )
	case (control)
	  3'b000: 		result <= opA + opB;
	  3'b001: 		result <= opA - opB;
	  3'b011:		result <= opA | opB;
	  3'b101:		begin
	  					if (opA < opB) 
	  					result <= 1'b1; 
						else 
							result <= 1'b0;
					end
	  3'b110:		result <= opA << opB;
	  3'b111:		result <= opA >> opB;
	  endcase
endmodule
module system (Clock, Reset, dout, q, Run, Done);
input Clock, Reset, Run;
output [15:0] dout, q;
output Done;
wire [15:0] addr, memout;
reg [15:0] procin;
wire [5:0] addr1, addr2;
wire [15:0] q1, q2, q;
wire [15:0] DIN, DOUT;
wire w;
	reg enIn;
	reg [15:0] BusIn, addrIn;
	proc proc1 (DIN, Reset, Clock, Run, Done, DOUT, w, Tstep_Q, addr1, addr2, qControl);
	memory_main mem1(addr1, DOUT, w, Clock, q1);
	memory_instruction mem2(addr2, BusWires, 1'b0, Clock, q2);  
	mux2pra1 mux(q1,q2,qControl, DIN);
	initial begin
		enIn = 1'b1;
		addrIn = 7'b0000010;
		BusIn = 16'b1111000000000000;
	end
endmodule
module mux2pra1(q1, q2, control, DIN);
input [15:0] q1, q2;
input control;
output reg [15:0] DIN;
always@(q1, q2, control) begin
	case(control)
		1'b0: DIN = q2;
		1'b1: DIN = q1;
	endcase
end
endmodule
$ cat flow/config.mk
export PLATFORM = sky130hd
export DESIGN_NAME = system
export DESIGN_NICKNAME = system
export VERILOG_FILES = /design/flow/design.v
export SDC_FILE = /design/flow/constraint.sdc
export NUM_CORES = 4
export LEC_CHECK = 1
export CORE_UTILIZATION = 40
$ cat flow/constraint.sdc
current_design system

set clk_period 6.2
set clk_io_pct 0.2

create_clock -name clk0 -period $clk_period [get_ports {Clock}]

set non_clock_inputs [all_inputs -no_clocks]
set_input_delay [expr $clk_period * $clk_io_pct] -clock clk0 $non_clock_inputs
set_output_delay [expr $clk_period * $clk_io_pct] -clock clk0 [all_outputs]
==> writeup.txt <==
With the total cells reported by yosys after synthesis at 1464, the required time at the endpoint of the critical path is 4.96 ns. Per the summary, power density relative to cell area is 290 nW/µm². The logs give 0 for the number of max-slew violations in the final report and 3 for the maximum clock path buffer count. The floorplan step defined a die boundary enclosing 44200 µm².

The run gives 0 ns as the accumulated negative setup slack. The H-tree was split into 2 levels. In this run, the number of DRC markers left after iteration 0 of detailed routing was 870. The async set-or-reset flop fraction in the synthesized netlist is 0%.

The run gives 42300 µm² for the core area. The max-slew headroom at the worst pin came out at 37.5%. Across all stage logs, warnings added up to 69.

Number of flip-flops under the largest register name: 128. The run gives 2.82 ns for the arrival time at the worst endpoint. The finished layout holds 2066 standard cells, fillers aside.

The type recorded for the worst min-delay path is reg -> reg. The switching component of the power was reported as 1.47 mW.

TritonCTS created 34 clock buffers. The placement row count is 75. The flow ran to the end, and the final reports show no timing, DRC or antenna violations. The most used flip-flop cell after synthesis is sky130_fd_sc_hd__edfxtp_1. The congestion estimate from routability-driven global placement came to 0.969. The post-placement cell count was 2005. Once detail routing completed, the nets flagged for antenna violations numbered 0. After layout, the minimum clock period comes to 4.06 ns. The instance count along the most critical hold path is 1. The area of the mapped netlist was 17300 µm².

The count of unclocked register or latch pins is 56. Sorting the synthesized cells by area gives the leading types as sky130_fd_sc_hd__edfxtp_1 51%, sky130_fd_sc_hd__dlxtn_1 4.9%, sky130_fd_sc_hd__ha_1 4.6%. After synthesis, the netlist uses 79 different library cells. Once the floorplan was initialized, standard cells occupied 41.0% of the core. In the final routed layout, each cell accounts on average for 22.1 µm. The run gives 11500 as the number of global-route vias before repair. The final report lists the setup-violating endpoint count as 0. The total of hold buffers inserted after clock tree synthesis was 0; the final critical-path share of the clock period was 65.4%. After layout, the setup clock skew is reported as 0.0223 ns. TritonCTS built the clock tree. The number of gates resized after CTS was 0. 0 antenna diodes ended up in the layout. Insertion delay of the later-clocked pin in the worst-skew pair: 0.52 ns. In this run the critical path is formed by inv_1 > ha_1 > inv_1 > o31ai_1 > a32oi_1 > nor3b_1 > clkdlybuf4s50_1. The share of the synthesized area in the top cell type works out to 50.8%.

Kind of end point of the critical path: an output port. According to the floorplan report, the die height is 210 µm. Cell internal power was estimated by the tool at 4.06 mW.

The number of buffers inserted by port buffering is 3, and the DRC violation count after routing is 0. The tools report the chip area from the yosys synthesis statistics as 17300 µm². Cell accounting for the most synthesized area: sky130_fd_sc_hd__edfxtp_1. With the smallest hold slack at 0.493 ns, the first-pass GRT wire length is 70400 µm. The number of enable flip-flop cells was 293; the area added between synthesis and finish was 10.0%. The largest net degree at the start of global routing was 54. The run gives 22.5% for the total routing resource utilization after global routing. 429 endpoints have no timing constraint. The flow reports an fmax of 247 MHz. Setup repair after global routing left no endpoint under its margin. The share of total power dissipated in the clock network is 38.2%.

At the pin with the least slew margin, the transition time is 0.933 ns. For the number of top-level pins, the log shows 36. The slowest stage of the critical path is the sky130_fd_sc_hd__ha_1 cell. The flow reports that sequential cells draw 48.0% of the design power. The power report attributes to the combinational group a share of 13.8%. Among all stages on the critical path, the maximum delay recorded is 0.49 ns. Per the synth log, the flip-flop and latch total comes to 366. The run gives 14 for the maximum fanout along the worst path. STA classifies the critical path startpoint as a flip-flop. The first-pass detailed-route iteration total is 5, and the per-cell via count in the routed design is 5.73.

IR analysis of the VDD net gives a maximum drop of 0.227 mV. With the number of filler cells placed in the layout at 3755, the clock-pin slew reported for the worst setup and hold paths after clock tree synthesis is 0.06 ns. The critical path is of the reg -> out type. Counting stages on the worst path, the most repeated cell is sky130_fd_sc_hd__inv_1. Averaged over all synthesized cells, the footprint is 11.8 µm². With the x dimension of the die at 210 µm, the initial antenna violation count is 0. The run gives 0 for the final hold violation count. Detailed placement finished with a half-perimeter wire length of 31800 µm. Net switching is 26.6% of the power.

Per the run summary, max-cap violations total 0. The tools report the root buffer selected by CTS as sky130_fd_sc_hd__clkbuf_16. The count of mapped cells out of synthesis is 1464, and the final global-route overflow total is 0. Wires add up to 45700 µm. The routed layout has 11800 vias. The depth of the worst register-to-register path works out to 4. Per the final layout report, the fraction of cells sized above drive strength 1 comes to 9.34%.

The run gives 0 for the buffer count from post-CTS setup fixing. The run gives 651 for the total of warnings raised by yosys. The leakage component of the power was reported as 6.84 nW.
==> path summary, 6_finish.rpt <==
check / start / end / slack, ns
worst max register to register: proc1.RegInstruction.Q[15] / mem1.Mem[6][0] / 3.13
worst max-delay path: proc1.Tstep.Q[1] / Done / 2.14
worst min register to register: proc1.Tstep.Q[0] / proc1.Tstep.Q[0] / 0.49
worst min-delay path: proc1.Tstep.Q[0] / proc1.Tstep.Q[0] / 0.49
==> area by class of cell <==
class                      count  area [µm²]  share of cell area, %
inverter                      66         248                   1.30
clock inverter                23         289                   1.52
clock buffer                  38         887                   4.65
multi-input combinational    962        6670                   35.0
sequential                   366        9980                   52.4
timing repair buffer          34         263                   1.38
tap                          577         722                   3.79
==> critical path, delay by kind of cell (launching register included) <==
family / cells / cell delay (ns)
and+or+nand+nor: 1 / 0.23
DFF: 1 / 0.34
AOI/OAI and AO/OA: 2 / 0.40
adders and majority gates: 1 / 0.49
buffers and inverters: 3 / 0.82
==> routing by layer <==
layer | global-route usage (%) | vias to the layer above | routed length (µm)
met5 | 0 | - | 0
met4 | 3.83 | 0 | 895
met3 | 8.89 | 50 | 4770
met2 | 32.4 | 523 | 20400
met1 | 34.8 | 5740 | 19600
li1 | - | 5527 | -
==> cell usage in the layout, fill, tap and decap left out, drive strengths merged, types with 19 or more instances in the layout <==
master    n
edfxtp  293
nor2    111
nand2    93
a21oi    77
a22oi    74
o21ai    66
ha       64
inv      63
dlxtn    56
conb     48
mux2i    41
clkbuf   38
buf      31
nor3     31
a211oi   24
nor2b    20
o221ai   20
nand4    19
a221oi   19
==> power groups by stage <==
stage	logic [mW]	clock network (mW)	registers [mW]
after CTS	0.764	2.15	2.65
after global routing	0.848	2.22	2.67
final	0.765	2.11	2.65
==> cell usage after synthesis (20+ instances only) <==
cell type	n
sky130_fd_sc_hd__nor2_1	110
sky130_fd_sc_hd__nor3_1	31
sky130_fd_sc_hd__o21ai_0	60
sky130_fd_sc_hd__clkbuf_1	52
sky130_fd_sc_hd__inv_1	62
sky130_fd_sc_hd__buf_4	38
sky130_fd_sc_hd__ha_1	64
sky130_fd_sc_hd__a21oi_1	76
sky130_fd_sc_hd__buf_2	20
sky130_fd_sc_hd__mux2i_1	41
sky130_fd_sc_hd__a211oi_1	24
sky130_fd_sc_hd__nor2b_1	20
sky130_fd_sc_hd__nand2_1	93
sky130_fd_sc_hd__dlxtn_1	56
sky130_fd_sc_hd__a22oi_1	74
sky130_fd_sc_hd__edfxtp_1	293
==> cells by family after synthesis <==
group                    count (synthesis)  synth area share, %
AND-OR/OR-AND                          405                 16.5
AND/OR/NAND/NOR                        366                 10.3
flip-flops                             310                 52.7
buffers and inverters                  183                 5.15
adder cells (fa/ha/maj)                 66                 4.85
multiplexers                            66                 5.03
latches                                 56                 4.85
XOR/XNOR                                11                0.556
other                                    1               0.0216
==> stage by stage <==
| stage | worst slack [ns] | cell area (µm²) | power [mW] | utilization, % |
|---|---|---|---|---|
| 2_1_floorplan | 2.37 | 17500 | 3.19 | - |
| 3_3_place_gp | 2.00 | 17900 | 3.45 | 42.3 |
| 3_5_place_dp | 1.89 | 17900 | 3.45 | 42.3 |
| 4_1_cts | 2.13 | 19100 | 5.56 | 45.0 |
| 5_1_grt | 1.92 | 19100 | 5.74 | 45.0 |
| 6_report | 2.14 | 19100 | 5.53 | 45.0 |
Power is estimated from default activity; no workload was simulated.
